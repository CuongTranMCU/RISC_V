==> /design/flow/design.v <==
module RegisterFile(clk,Rs1,Rs2,Rd,Write_data,RegWrite,Read_data1,Read_data2);
input clk,RegWrite;
input [4:0] Rs1;
input [4:0] Rs2;
input [4:0] Rd;
input [31:0] Write_data;
output [31:0] Read_data1,Read_data2;
reg [31:0] Register [31:0];
generate
    integer i;
    initial begin
      for (i = 0; i <= 31; i = i + 1) begin
        Register[i] = 0;
      end
    end
endgenerate
always @(posedge clk)
begin
if(RegWrite)
	Register[Rd]= Write_data;
end 
assign Read_data1 = Register[Rs1];
assign Read_data2 = Register[Rs2];
endmodule
==> /design/flow/run.sh <==
#!/bin/bash
# OpenROAD 26Q1-2900-gdf79404cd8, Yosys 0.63+post, stock flow scripts
make -C /OpenROAD-flow-scripts/flow DESIGN_CONFIG=/design/flow/config.mk WORK_HOME=/design/flow/orfs finish
==> /design/flow/config.mk <==
export PLATFORM = sky130hd
export DESIGN_NAME = RegisterFile
export DESIGN_NICKNAME = RegisterFile
export VERILOG_FILES = /design/flow/design.v
export SDC_FILE = /design/flow/constraint.sdc
export NUM_CORES = 4
export LEC_CHECK = 1
export CORE_UTILIZATION = 50
==> /design/flow/constraint.sdc <==
current_design RegisterFile

set clk_period 6.4
set clk_io_pct 0.2

create_clock -name clk0 -period $clk_period [get_ports {clk}]

set non_clock_inputs [all_inputs -no_clocks]
set_input_delay [expr $clk_period * $clk_io_pct] -clock clk0 $non_clock_inputs
set_output_delay [expr $clk_period * $clk_io_pct] -clock clk0 [all_outputs]
==> metrics.cfg <==
[worst_setup_path]
arrival_ns = 4.28
worstPathRequired_ns = 5.12
worst-path-stages = 8
cp-start-kind = input port
slowest_delay_ns = 0.63
path_buffers = 3
cp_max_fo = 28
cp_top_family = buffers and inverters
slowest_stage = clkdlybuf4s50_1
criticalPathCategory = in2out
crit_top_cell = clkdlybuf4s50_1
crit_end = Read_data1[25]
path_cells = clkdlybuf4s50_1 > and2_4 > buf_4 > a22o_1 > nor3_1 > a31oi_1 > nand3_1 > clkdlybuf4s50_1
cp-end-kind = output port
cp-startpoint = Rs1[0]

[route]
viasPerCell = 6.400
first_iter_violations = 2164
vias = 31160
ant_nets = 0
drc = 0
detail_route.wl_per_cell_um = 31.03
dr.pass1.iters = 7
wirelength_um = 151100

[sta]
finalClockPeriodUsage_pct = 86.94
hold_viol = 0
fin_crit_ns = 5.564
drv_slew = 0
grt_setup_unrepaired = no
setup_violations = 0
fin_tns_setup_ns = 0
worst-slew-pin-transition_ns = 1.033
slew_headroom_pct = 31.00
max_freq_ghz = 0.1797

[clock_tree]
tritoncts = done
path_clk_slew_ns = 0.06
cts_resized = 0
cts.sinks = 1024
h-tree-depth = 3
ctsHoldBuffers = 0
cts_buffers = 107
post_cts_buffers = 0
cts_root_buffer = clkbuf_16
cts.path.max_buffers = 3

[power_and_ir_drop]
peakVddDrop_mv = 0.2172
power_leakage_uw = 0.02041
powerDensity_nw_per_um2 = 272.9

[worst_hold_path]
hold_class = in2reg

[placement]
place_hpwl_um = 86450
place_congestion = 0.8975
portBuffers = 112

[yosys]
synth_flops = 1024
ys_top_logic_family = multiplexers
ys_cells = 3386
ys_sh_simple_pct = 4.714
yosysChipArea_um2 = 48790
postSynthSeqShare_pct = 63.03
syn_area_um2 = 48790
ys_sh_xor_pct = 0
syn_inst = 3386
ys_sh_aoi_pct = 8.042
synthMuxAreaShare_pct = 21.01
synth.avg_cell_area_um2 = 14.41
yosysWarnings = 1
ys_sh_adder_pct = 0
yosysUniqueCellTypes = 23

[finish]
drive_above_1_share_pct = 10.02
flop_area_um2 = 30750
largest_reg_flops = 1024
nFillCells = 7220
comb_area_um2 = 16780
final_core_util_pct = 57.24
area_growth_pct = 13.46

[grt]
antenna_found_initial = 1
grt_first_pass_wirelength_um = 217300
grt_max_degree = 84
grt_pass1_vias = 32340
grt_usage_pct = 33.78
globalRouteOverflowTotal = 0

[run]
max_cap_viol_count = 0
tool_warnings = 26

[outcome]
status = finished clean

[die]
chip_area_um2 = 98830
die_x_um = 314.4
coreArea_um2 = 96710
dieHeight_um = 314.4
boundaryPins = 113
rows = 114
fp_util_pct = 50.45

==> cell type report <==
type,count,share of cell area [%]
Timing Repair Buffer,263,4.950
Multi-Input combinational cell,2109,30.31
Clock buffer,127,5.011
Sequential cell,1024,55.55
Clock inverter,69,1.291
Antenna cell,1,0.004521
Tap cell,1276,2.884
==> report_power, final <==
part | total [µW] | internal [µW] | leakage, µW | switching, µW
registers | 7500 | 7460 | 0.00922 | 32.6
logic | 1410 | 542 | 0.00947 | 866
clock network | 6200 | 3640 | 0.00171 | 2560
==> logic make-up after synthesis <==
logic type             count (synthesis)
AOI/OAI and AO/OA                    576
DFF                                 1024
muxes                               1024
buffers and inverters                253
and+or+nand+nor                      509
==> stage by stage <==
stage          area (µm²)  total power (µW)  hold WS, ns  worst slack, ns  cells
2_1_floorplan       48790              8401        1.379            2.686   3386
3_3_place_gp        51860              9008        2.110           0.9708   4672
3_5_place_dp        51860              9025        2.112           0.9268   4672
4_1_cts             55350             15170        1.383           0.9249   4868
5_1_grt             55350             15550        1.416           0.7406   4868
6_report            55360             15100        1.414           0.8358   4869
==> worst min-delay path by stage <==
stage,cells past startpoint,to,startpoint,slack [ns]
after global routing,2,Register[1][20]$_DFFE_PP_,Write_data[20],1.42
final,2,Register[3][13]$_DFFE_PP_,Write_data[13],1.41
after CTS,2,Register[19][30]$_DFFE_PP_,Write_data[30],1.38
==> routing by layer <==
layer	track usage (%)	part of all wire, %	vias to the layer above
met2	45.21	43	2014
li1	-	-	13650
met3	24.98	17	295
met4	8.484	3.1	24
met5	4.159	0.38	-
met1	46.05	36	15180
==> synthesized netlist by cell type <==
cell	number	area (µm²)
and2_1	2	12.51
nor3_1	64	320.3
mux2i_1	1024	10250
or3b_2	3	26.28
nand2_1	195	732.0
nor2_1	35	131.4
a31oi_1	64	400.4
edfxtp_1	1024	30750
buf_1	1	3.750
a21oi_1	192	960.9
nand3_1	194	970.9
a22o_1	128	1121
buf_6	45	506.7
nor2b_1	4	25.02
buf_4	47	352.8
buf_2	70	350.3
clkbuf_4	4	30.03
nand2b_1	4	25.02
nand3b_1	5	37.54
or3_1	1	6.260
a22oi_1	192	1441
or2_2	2	12.51
clkbuf_1	86	322.8
==> layout by cell type, fill, tap and decap left out <==
cell type / instances
a21oi_1: 192
a22o_1: 128
a22oi_1: 192
a31oi_1: 64
and2_4: 2
buf_12: 38
buf_4: 113
buf_8: 2
bufinv_16: 14
clkbuf_1: 19
clkbuf_16: 108
clkdlybuf4s50_1: 110
clkinv_1: 21
clkinv_2: 23
clkinv_4: 1
clkinv_8: 1
clkinvlp_4: 3
diode_2: 1
edfxtp_1: 1024
inv_6: 6
mux2i_1: 1024
nand2_1: 193
nand2_2: 2
nand2b_2: 4
nand3_1: 194
nand3b_1: 5
nor2_1: 1
nor2_4: 34
nor2b_4: 4
nor3_1: 64
or2_2: 2
or3_1: 1
or3b_2: 3
Power and IR drop assume default switching activity.
