[flow/design.v]
module MUX #(parameter Width = 32)(input [Width-1 : 0] a,b,
 input  s,
 output [Width-1 : 0] out);
assign out = (s == 1'b0) ? a : b;
endmodule
[flow/run.sh]
#!/bin/bash
# OpenROAD 26Q1-2900-gdf79404cd8, Yosys 0.63+post, stock flow scripts
make -C /OpenROAD-flow-scripts/flow DESIGN_CONFIG=/design/flow/config.mk WORK_HOME=/design/flow/orfs finish
[flow/config.mk]
export PLATFORM = sky130hd
export DESIGN_NAME = MUX
export DESIGN_NICKNAME = MUX
export VERILOG_FILES = /design/flow/design.v
export SDC_FILE = /design/flow/constraint.sdc
export NUM_CORES = 4
export LEC_CHECK = 1
export CORE_AREA = 10 10 71 71
export DIE_AREA = 0 0 81 81
[flow/constraint.sdc]
current_design MUX

set clk_period 1.0
set clk_io_pct 0.2

create_clock -name clk0 -period $clk_period

set non_clock_inputs [all_inputs -no_clocks]
set_input_delay [expr $clk_period * $clk_io_pct] -clock clk0 $non_clock_inputs
set_output_delay [expr $clk_period * $clk_io_pct] -clock clk0 [all_outputs]
==> run summary <==
flow finished, numbers: vias in the first global route=764, Hold Path End=out[29], CLK BUF=0, Hold Startpoint=b[29], Yosys top cell area share=0.828, flip-flops=0, DRT iter0 DRCs=3, I/O pin count=97, final wirelength=2.88 mm, Filler cells=357, met1 wire length=1.08 mm, routed len/inst=15.4 µm, Synth top cell by count=mux2_4, layout overhead on the synthesized area=192%, Final Critical Period=1.18 ns, slack of the critical path=-0.179 ns, GRT overflow=0, Detailed Place HPWL=2.50 mm, synthesized instance count=36, Startpoint Class=input port, Logic cell area=477 µm², mean post-synth cell area=15.1 µm², Vias/cell=3.82, Log Warnings=34, Total Routing Usage GR=0.0779, Initial DRT Pass Iterations=2, GP Congestion=0.832, Reg area=0 µm², Hold Path Stages=3, yosys synthesis warning count=0, Port Buf Inserts=97, PD cells=392 nW/µm², Highest Signal Layer=met3, register share after synthesis=0, Max Freq=0.848 GHz, Worst-Margin Slew=0.0870 ns, ANT cells=0, DRC=0, routed length on met3=350 µm, die area=6560 µm², Core Util, Final=0.438, post-synth area from yosys stat=544 µm², Critical Path Sink Type=primary output, HP Class=in2out, final tally of hold violations=0, Max VDD drop=0.169 mV, mapped cell area=544 µm², Die Width=81 µm, Overall Power=624 µW, outcome=finished, violations left, top cells by count, synth=mux2_4, buf_12, mux2_2, fin crit share=1.18, initial antenna violation count=0, LEAKAGE=0.872 nW, Slew Limit Headroom=0.942, Top cells by area=mux2_4, buf_12, mux2_2, Setup TNS=-3.30 ns, std cell rows=22, RSZ-0062 raised after global routing=true, worst-path fanout max=6, Die Ht=81 µm, data arrival time of the worst path=0.98 ns, vias=715, first-pass GRT wire length=4.14 mm, Yosys top cell by area=mux2_4, ANT nets after route=0, Yosys Instances=36, Initial Utilization=0.150, failing checks=setup timing, fin. max-slew vios=0, Unique cell types=4, critical path type=in2out, pin count of the biggest net entering global routing=11, number of hold buffers added after cts=0, met2 wire length=1.45 mm, Final Setup Violations=32, required time of the worst setup path=0.80 ns, layout cells sized above 1=0.540, Max Cap Viol=0, Core Region=3630 µm²
## cells in the final DEF, fill, tap and decap left out
cell and n:
buf_2 13, clkdlybuf4s50_1 9, mux2_2 1, dlygate4sd2_1 51
dlymetal6s2s_1 4, buf_4 1, buf_6 23, buf_12 4
buf_16 2, mux2_4 31
## how the worst max path moves through the flow
stage,startpoint,end,slack (ns),cells after the start
4_1_cts,s,out[4],-0.18,5
5_1_grt,b[31],out[31],-0.20,3
6_report,s,out[4],-0.18,5
## per-stage QoR
stage | std cells | hold WS (ns) | area [µm²] | worst slack, ns
6_report | 187 | 0.691 | 1590 | -0.179
5_1_grt | 187 | 0.717 | 1590 | -0.196
4_1_cts | 186 | 0.751 | 1540 | -0.181
3_5_place_dp | 179 | 1.19 | 1540 | -0.512
3_3_place_gp | 179 | 1.17 | 1540 | -0.504
2_1_floorplan | 36 | 0.498 | 544 | 0.0669
## worst max-delay path: stages
cell and delay (ns):
buf_12 0.12, buf_12 0.13, buf_12 0.12, mux2_4 0.29
buf_6 0.11
## metal layers
layer | vias up | global-route usage
met5 | - | 0
met4 | 0 | 0
met3 | 0 | 0.0278
met2 | 50 | 0.143
met1 | 320 | 0.0903
li1 | 345 | -
## cells by family (layout without fill, tap and decap cells)
logic type | after synthesis | in the layout | share of synthesized area
buffers and inverters | 4 | 107 | 0.131
muxes | 32 | 32 | 0.869
## power by group
part	internal [mW]	total, mW	switching (mW)
combinational	0.487	0.624	0.137
sequential	0	0	0
clock	0	0	0
## repair_timing
action | 4_1_cts | 5_1_grt
setup endpoints to repair | 32 | 32
gates resized | 171 | 10
gates cloned | 2 | 0
pin swaps | 0 | 0
buffers inserted | 5 | 1
## final cells by class
| class | count | share of cell area |
|---|---|---|
| Timing Repair Buffer | 107 | 0.662 |
| Multi-Input combinational cell | 32 | 0.300 |
| Tap cell | 48 | 0.0378 |
Power figures rest on the tool's default switching activity, not on a simulated workload.
