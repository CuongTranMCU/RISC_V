`config.mk`:
```
export PLATFORM = sky130hd
export DESIGN_NAME = ALU
export DESIGN_NICKNAME = ALU
export VERILOG_FILES = /design/flow/design.v
export SDC_FILE = /design/flow/constraint.sdc
export NUM_CORES = 4
export LEC_CHECK = 1
export CORE_UTILIZATION = 30
```
`constraint.sdc`:
```
current_design ALU

set clk_period 21.0
set clk_io_pct 0.2

create_clock -name clk0 -period $clk_period

set non_clock_inputs [all_inputs -no_clocks]
set_input_delay [expr $clk_period * $clk_io_pct] -clock clk0 $non_clock_inputs
set_output_delay [expr $clk_period * $clk_io_pct] -clock clk0 [all_outputs]
```
`design.v`:
```
module ALU #(parameter Width = 32)(
input [3:0] controlsignal, input [Width-1:0] A1,A2,
output reg [Width-1:0] Y, output zero);
always @(*)
begin
if (controlsignal == 4'b0000)
 Y = A1 & A2;
else if (controlsignal == 4'b0001)
 Y = A1 | A2;
else if(controlsignal == 4'b0010)
 Y = A1 + A2;
else if(controlsignal == 4'b0110)
Y = A1 - A2;
else if(controlsignal == 4'b0011)
Y = A1 << A2;
else if(controlsignal == 4'b0100)
begin
if((~A1+1) < (~A2+1))
Y = 1;
else 
Y = 0; 
end
else if(controlsignal == 4'b0101)
begin
if(A1 < A2)
Y = 1;
else 
Y = 0;
end
else if(controlsignal == 4'b0111)
Y = A1 ^ A2;
else if(controlsignal == 4'b1000)
Y = A1 >> A2;
else if(controlsignal == 4'b1010)
Y = A1 >>> A2;
else
 Y = {Width{1'bx}};
end 
assign zero = (Y == 0) ? 1 : 0;
endmodule
```
`run.sh`:
```
#!/bin/bash
# OpenROAD 26Q1-2900-gdf79404cd8, Yosys 0.63+post, stock flow scripts
make -C /OpenROAD-flow-scripts/flow DESIGN_CONFIG=/design/flow/config.mk WORK_HOME=/design/flow/orfs finish
```
==> qor.log <==
INFO  critical_path  crit_chain=buf_2 -> buf_4 -> nor3_2 -> nand2_1 -> nor3_1 -> nand3_1 -> nor4_1 -> nand2_1 -> nor3_1 -> nand4_1 -> nor3_1 -> xnor2_1 -> ha_1 -> and4_1 -> o211ai_1 -> o21ai_0 -> a2111oi_0 -> a31oi_1 -> o211ai_1 -> a21oi_1 -> or4b_1 -> nor4_1 -> and3_1 -> clkdlybuf4s50_1
INFO  cells_and_area post_route_cells_drive_above_1_share=0.0957
INFO  timing         finalSetupTns=0ns
INFO  run_status     outcome=complete, no violations
INFO  run            max_cap_viols=0
INFO  min_path       worstHoldStart=controlsignal[0]
INFO  critical_path  crit_start=A2[0]
INFO  critical_path  crit_path_end_kind=primary output
INFO  power_and_ir_drop p_switching=0.000218W
INFO  critical_path  critical-path-max-stage-delay=0.48ns
INFO  timing         fmax=64.9MHz
INFO  power_and_ir_drop cell_internal_pwr=0.000131W
INFO  cells_and_area seq_cell_count=0
INFO  floorplan      floorplan.die_area=40700um^2
INFO  critical_path  cpMostUsedCell=nor3_1
INFO  floorplan      fp-row-count=72
INFO  logic_synthesis synth.cell_area=12000um^2
INFO  grt            grt_util_all_layers=0.306
INFO  logic_synthesis seq_area_frac_synth=0
INFO  timing         final_period_minus_worst_setup_slack=15.41ns
INFO  logic_synthesis yosys_warnings=1
INFO  drt            detail_route.drc_violations=0
INFO  logic_synthesis yosys_stat_area=12000um^2
INFO  timing         tightestPinTransition=0.932ns
INFO  cells_and_area clkbuf_count=0
INFO  floorplan      chipHeight=202um
INFO  timing         finalSetupViolCount=0
INFO  drt            routed_wirelength_normalized_by_instance_count=27.4um
INFO  drt            wirelength=62.0mm
INFO  floorplan      fp_util=0.307
INFO  cells_and_area layout-area-overhead-vs-synth=11.9%
INFO  critical_path  worst_ep_arrival_time=11.21ns
INFO  power_and_ir_drop leakage_power_figure=5.17nW
INFO  floorplan      io_pins=101
INFO  floorplan      die_w=202um
INFO  logic_synthesis synth.lib_cells_used.distinct=91
INFO  grt            first_global_vias=13700
INFO  clock_tree     postCtsHoldBufs=0
INFO  power_and_ir_drop overall_power_consumption=0.000349W
INFO  clock_tree     post_cts_resize_count=0
INFO  place          port-buffer-count=101
INFO  cells_and_area mostFrequentLayoutCells=nor2_1 (157), nand2_1 (157), ha_1 (129)
INFO  logic_synthesis netlist_instances=1733
INFO  grt            grt_pass1_wl=91.4mm
INFO  drt            ant_nets=0
INFO  run            stage_log_warnings=96
INFO  drt            drt_first_iter_violations=1626
INFO  critical_path  cp.buffers_inverters=3
INFO  critical_path  kind_of_critical_path=input port to primary output
INFO  timing         number_of_max_slew_violations_in_the_final_report=0
INFO  power_and_ir_drop ir_drop=0.0116mV
INFO  floorplan      core=39000um^2
INFO  critical_path  timing.critical_path.from_type=input port
INFO  drt            vias=14400
INFO  power_and_ir_drop switching_share=0.625
INFO  critical_path  cell_with_the_biggest_individual_delay_on_the_critical_path=nor3_2
INFO  timing         post-route-period-util=0.734
INFO  critical_path  data_required_time_of_the_worst_path=16.80ns
INFO  drt            routed_via_density=6.36
INFO  grt            antenna_found_initial=3
INFO  logic_synthesis yosys_cells=1733
INFO  cells_and_area fill_cells=4198
INFO  critical_path  cp_max_fo=37
INFO  place          place.gp.congestion=1.04
INFO  grt            global_route.overflow_total=0
INFO  place          dp_hpwl=48.9mm
INFO  timing         setup_repair_after_global_routing_missed_its_margin=no
INFO  clock_tree     post-cts-setup-buffer-count=0
INFO  drt            first_pass_iters=8
INFO  timing         max_slew_margin=0.372
INFO  logic_synthesis synthesis.area_per_instance=6.90um^2
INFO  cells_and_area final-seq-area=0um^2
INFO  timing         report.final.hold_viol_count=0
INFO  power_and_ir_drop powerDensity=26.1nW/um^2
INFO  critical_path  worst_path_dominant_cell_family=simple AND/OR/NAND/NOR gates
INFO  grt            grt_max_degree=62
INFO  min_path       hold_path_class=input port to primary output
[metrics by stage]
stage / area [um^2] / util / setup WS, ns / std cells / hold slack [ns]
final: 13400 / 0.343 / 5.59 / 2266 / 9.56
after global placement: 13400 / 0.343 / 6.00 / 2263 / 9.57
after detailed placement: 13400 / 0.343 / 5.72 / 2263 / 9.57
after global routing: 13400 / 0.343 / 4.97 / 2264 / 9.60
after floorplan: 12000 / - / 8.05 / 1733 / 8.67
after CTS: 13400 / 0.343 / 5.70 / 2263 / 9.56
[final timing paths]
path	slack, ns	endpoint	cells past startpoint
hold / removal	9.56	Y[26]	6
setup / recovery	5.59	zero	24
[metal layers]
layer  routed length [um]  track usage
met1                26500        0.432
met2                26900        0.466
met3                 6230       0.0651
met4                 2390       0.0966
met5                    0            0
[Yosys cell counts, types with 21 or more instances]
master	instances	area share
clkbuf_1	97	0.030
a31oi_1	22	0.012
nand2b_1	28	0.015
a21oi_1	119	0.050
nor4_1	35	0.018
a211oi_1	32	0.020
mux2_2	24	0.023
inv_1	99	0.031
o21ai_0	95	0.040
o22ai_1	27	0.014
o211ai_1	26	0.016
nor2_1	157	0.049
nand2_1	157	0.049
xnor2_1	73	0.053
buf_2	23	0.0096
a21o_1	21	0.013
mux2i_1	72	0.060
nand3_1	45	0.019
mux4_2	44	0.083
ha_1	129	0.13
nor3_1	62	0.026
[final cells by class]
type,instances,area (um^2),share of cell area
Inverter,101,379,0.0283
Multi-Input combinational cell,1488,10900,0.818
Timing Repair Buffer,156,1400,0.104
Antenna cell,3,7.51,0.000561
Tap cell,518,648,0.0485
[cell families after synthesis]
logic type	Yosys count	share of synthesized area
compound gates	518	0.295
xor+xnor	78	0.0571
fa+ha+maj	131	0.138
buf+inv	245	0.0860
mux	142	0.168
simple gates	619	0.256
No activity file was given, so power comes from the tool's default toggle rates.
